==> flow/design.v <==
`timescale 1ns/1ps
module LCD_CTRL(clk, reset, datain, cmd, cmd_valid, dataout, output_valid, busy);
input           clk;
input           reset;
input   [7:0]   datain;
input   [2:0]   cmd;
input           cmd_valid;
output reg  [7:0]   dataout;
output reg         output_valid;
output reg         busy;
reg [9:0]x,y,addr;
reg [7:0] arr [107:0];
reg [9:0] load;
reg [2:0] cmd_reg;
reg state,next,cstate; 
always @(posedge clk or posedge reset) begin
    if(reset)begin
      state <= 1'd0;
    end
    else begin
      state <= next;
    end
end
always @(*) begin
    if (state == 0) begin
        next <= 1'd1;
    end
    else begin
      if ((cmd_reg == 1 && load == 15)|| (cmd_reg == 2 && load == 15)) begin 
        next <= 1'd0;
      end
      else begin
        next <= 1'd1;
      end
    end
end
always @(posedge clk or posedge reset) begin
    if(reset)begin
      output_valid <= 1'd0;
      busy <= 1'd0;
    end
    else begin
      if (state == 0) begin
          if(cmd_valid)begin
            if(cstate == 0&&cmd == 1)begin
              x <= 4;
              y <= 3;
            end
            cmd_reg <= cmd;
            load <= 10'd0;
            busy <= 1'd1;
          end
          output_valid <= 1'd0;
      end
      else begin
        case (cmd_reg)
            3'd0:begin 
              busy <= 1;
              load <= load + 10'd1;
              if(load == 10'd107)begin
                load <= 10'd0;
                cmd_reg <= 3'd2;
              end
              arr[load] <= datain;
              x <= 6 - 2;
              y <= 5 - 2;
            end
            3'd1:begin 
              cstate <= 1;
              busy <= 1;
              load <= load + 10'd1;
              output_valid <= 1'd1;
              dataout <= arr[addr];
              if(load == 10'd1 || load == 2 ||load == 0||load == 6||load==4||load==5||load==8 || load == 9||load == 10||load == 12||load==13||load==14)begin
                x <= x + 1;
              end
              else if (load == 3||load == 7||load == 11) begin
                y <= y + 1;
                x <= x - 3;
              end
              else if (load == 15) begin
                  load <= 10'd0;
                  busy <= 1'd0;
                  x <= x -3;
                  y <= y -3;
              end
            end
            3'd2:begin 
            cstate <= 0;
            busy <= 1;
              load <= load + 1;
              output_valid <= 1'd1;
              if (load == 0) begin
                dataout <= arr[13];
              end 
              else if(load == 1)begin
                dataout <= arr[16];
              end
              else if(load == 2)begin
                dataout <= arr[19];
              end
              else if(load == 3)begin
                dataout <= arr[22];
              end
              else if(load == 4)begin
                dataout <= arr[37];
              end
              else if(load == 5)begin
                dataout <= arr[40];
              end
              else if(load == 6)begin
                dataout <= arr[43];
              end
              else if(load == 7)begin
                dataout <= arr[46];
              end
              else if(load == 8)begin
                dataout <= arr[61];
              end
              else if(load == 9)begin
                dataout <= arr[64];
              end
              else if(load == 10)begin
                dataout <= arr[67];
              end
              else if(load == 11)begin
                dataout <= arr[70];
              end
              else if(load == 12)begin
                dataout <= arr[85];
              end
              else if(load == 13)begin
                dataout <= arr[88];
              end
              else if(load == 14)begin
                dataout <= arr[91];
              end
              else if(load == 15)begin
                dataout <= arr[94];
                load <= 10'd0;
                busy <= 1'd0;
              end
            end
            3'd3:begin 
            busy <= 1;
            if (cstate == 1) begin
              if(x < 8)begin
                x <= x + 1;
              end
              else begin
                x <= x;
              end
              cmd_reg <= 3'd1;
            end
            else begin
              cmd_reg <= 3'd2;
            end
            end
            3'd4:begin 
            busy <= 1;
            if (cstate == 1) begin
              if(x > 0)begin
                x <= x - 1;
              end
              else begin
                x <= x;
              end
              cmd_reg <= 3'd1;
            end
            else begin
              cmd_reg <= 3'd2;
            end
            end
            3'd5:begin 
            busy <= 1;
            if (cstate == 1) begin
              if(y > 0)begin
                y <= y - 1;
              end
              else begin
                y <= y;
              end
              cmd_reg <= 3'd1;
            end
            else begin
              cmd_reg <= 3'd2;
            end
            end
            3'd6:begin 
            busy <= 1;
            if (cstate == 1) begin
              if(y < 5)begin
                y <= y + 1;
              end
              else begin
                y <= y;
              end
              cmd_reg <= 3'd1;
            end
            else begin
              cmd_reg <= 3'd2;
            end
            end  
        endcase
      end
    end
end
always @(*) begin
    addr <= y*12 + x;
end
endmodule
==> flow/run.sh <==
#!/bin/bash
# OpenROAD 26Q1-2900-gdf79404cd8, Yosys 0.63+post, stock flow scripts
make -C /OpenROAD-flow-scripts/flow DESIGN_CONFIG=/design/flow/config.mk WORK_HOME=/design/flow/orfs finish
==> flow/config.mk <==
export PLATFORM = sky130hd
export DESIGN_NAME = LCD_CTRL
export DESIGN_NICKNAME = LCD_CTRL
export VERILOG_FILES = /design/flow/design.v
export SDC_FILE = /design/flow/constraint.sdc
export NUM_CORES = 4
export LEC_CHECK = 1
export CORE_UTILIZATION = 50
==> flow/constraint.sdc <==
current_design LCD_CTRL

set clk_period 8.3
set clk_io_pct 0.2

create_clock -name clk0 -period $clk_period [get_ports {clk}]

set non_clock_inputs [all_inputs -no_clocks]
set_input_delay [expr $clk_period * $clk_io_pct] -clock clk0 $non_clock_inputs
set_output_delay [expr $clk_period * $clk_io_pct] -clock clk0 [all_outputs]
==> impl_metrics.ini <==
; synthesis and place-and-route metrics
[clocking]
ctsHoldBuffers = 0
clock-root-buffer = clkbuf_16
post_cts_resized = 0
htree_levels = 3
path_clk_slew_ns = 0.07
cts_setup_buffers = 0
clock_latency_ns = 0.72
cts-buffers-inserted = 93
cts_tree = built
cts_buffer_depth = 3
cts_num_sinks = 909

[final_timing]
hold_viol_final = 0
worst_slew_margin_rel = 0.127
fin_crit_ns = 6.54
fin_hold_ws_ns = 0.504
period_used_share = 0.788
skew_ns = 0.0702
final_max_slew_viol_count = 0
rsz0062_at_grt = no
setup_tns_ns = 0
tightest_slew_ns = 1.30
setup_violations = 0
fmax_mhz = 153

[detailed_routing]
first_pass_iters = 8
ant_nets = 0
drcViolationCount = 0
drt_iter0_drc = 3484
wl_per_cell_um = 46.4
via_count = 30700
via_per_inst = 7.49
wl_um = 191000

[pwr]
power_leakage_uw = 0.0140
ir_drop_uv = 187
total_power_uw = 10500
power_density_nw_per_um2 = 235

[cells_and_area]
final_cells = 4105
top_register = arr
area_growth_pct = 14.3
largest_reg_flops = 864
drive_gt1_frac = 0.143

[synth]
yosysTopAreaCellShare = 0.696
top_cells_by_area = edfxtp_1, a22oi_1, nor2_1, a21oi_1, nand2_1
postSynthSeqShare = 0.698
ys_top_cells_by_count = edfxtp_1, nor2_1, a22oi_1
flop_cell = edfxtp_1
ys_cells = 2843
synthXorXnorAreaFrac = 0.00996
synth_flops = 909
ys_sh_mux = 0.00756
yosysWarnings = 2
avgSynthCellArea_um2 = 13.7
netlist_logic_family_top = AND-OR/OR-AND gates
synthesis.area_um2 = 39100
async_flop_share = 0.00330
simple_gate_area_frac = 0.0901
synthAdderAreaFrac = 0.00903
synth.distinct_cells = 95
synth-edff-count = 906
top_cell = edfxtp_1
yosys_area_um2 = 39100
synthesis.instances = 2843
synth_area_leader_cell = edfxtp_1
aoi_share = 0.160

[die]
core-area_um2 = 77300
core.rowCount = 102
die_area_um2 = 79300
dieWidth_um = 282
fp.dieH_um = 282
io_pins = 24
floorplan.core_util = 0.505

[setup_path]
cp.arrival_ns = 6.98
cp-start-kind = flip-flop
r2r_slack_ns = 1.76
crit_slowest_cell = nor4_1
crit_chain = inv_1 > ha_1 > inv_1 > fa_2 > buf_4 > and3_2 > buf_4 > a222oi_1 > nor2_1 > nor3_1 > a31oi_1 > nor4_1 > nand3_1 > o21a_1
worst-path-max-fanout = 39
worstPathRequired_ns = 8.74
critical-path-max-stage-delay_ns = 1.12
startpoint = y[0]$_SDFFCE_PN1P_
crit_type = reg2reg
end_kind = flip-flop
r2r-start = y[0]$_SDFFCE_PN1P_

[grt]
met2_usage = 0.683
grt_pass1_wl_um = 256000
antenna_found_initial = 21
gr-usage-met1 = 0.617
met3_usage = 0.461
grt_max_degree = 67
top_usage_layer = met2
grt_usage = 0.538
grt_pass1_vias = 31100
overflow = 0

[flow_run]
drv_cap = 0
tool_warnings = 41

[place]
place_congestion = 1.15
port_buffers = 23
dpl.cell_count = 3918
place_hpwl_um = 131000

[worst_hold_path]
hold_path_class = reg2reg
worstHoldStart = output_valid$_DFFE_PP0P_

[outcome]
status = finished clean
logic make-up after synthesis:
family,after synthesis
flip-flops,909
XOR/XNOR,40
buffers and inverters,236
multiplexers,28
AND-OR/OR-AND,862
AND/OR/NAND/NOR,741
adder cells (fa/ha/maj),27
through the flow:
| stage | util | area, um^2 | setup WS (ns) |
|---|---|---|---|
| after floorplan | - | 39100 | 4.32 |
| after global placement | 0.536 | 41500 | 2.35 |
| after detailed placement | 0.536 | 41500 | 2.28 |
| after CTS | 0.577 | 44600 | 2.23 |
| after global routing | 0.577 | 44700 | 1.94 |
| final | 0.578 | 44700 | 1.76 |
per-layer routing:
metal  up-vias  share of wire
met1     14800           0.30
li1      11800              -
met4        58          0.077
met3       788           0.21
met5         -         0.0082
met2      3367           0.41
worst max-delay path: cells and delay by family, from the launching register on:
family | cells | cell delay [ns]
flip-flops | 1 | 0.50
AND/OR/NAND/NOR | 5 | 2.94
AND-OR/OR-AND | 3 | 1.03
adder cells (fa/ha/maj) | 2 | 0.82
buffers and inverters | 4 | 0.93
final cells by class:
cell class	instances	area [um^2]
diodes	12	30.0
flip-flops and latches	909	27300
fillers	5977	32700
inverters	30	113
well taps	1040	1300
clock inverters	71	820
multi-input cells	1698	10900
repair buffers	241	1850
clock buffers	104	2370
cell usage in the layout, fill, tap and decap left out, types with 25 or more instances in the layout:
cell type | synthesis | layout
o22ai_1 | 48 | 48
o21ai_0 | 89 | 89
clkbuf_16 | 0 | 93
a31oi_1 | 66 | 66
a22o_1 | 40 | 40
a221oi_1 | 43 | 43
nor3_1 | 51 | 51
a22oi_1 | 175 | 175
nand2_1 | 173 | 172
nand4_1 | 28 | 28
o221ai_1 | 25 | 25
clkinv_1 | 1 | 27
a222oi_1 | 42 | 42
nand3_1 | 122 | 122
buf_4 | 2 | 226
inv_1 | 29 | 29
edfxtp_1 | 906 | 906
nor2_1 | 234 | 218
a21oi_1 | 137 | 137
power breakdown:
group	total (uW)	internal (uW)	switching (uW)
clock network	4370	2490	1880
logic	1060	248	809
registers	5080	5060	16.5
total	10500	7800	2700
path summary, 6_finish.rpt:
kind                       cells past startpoint                        to
min                                            1  output_valid$_DFFE_PP0P_
min in group asynchronous                      2  output_valid$_DFFE_PP0P_
max reg2reg                                   14      dataout[7]$_DFFE_PP_
max                                           14      dataout[7]$_DFFE_PP_
max in group asynchronous                      2          busy$_DFFE_PP0P_
min reg2reg                                    1  output_valid$_DFFE_PP0P_
Power is estimated from default activity; no workload was simulated.
